### /design/flow/design.v
`timescale 1ns / 1ps
module Instr_Mem(
    input [31:0] addr,  
    input clk,
    output reg [31:0] Instr  
    );
    reg [31:0] memory [0:31];  
    initial begin
            memory[0] = 32'hA00000AA;
            memory[1] = 32'h10000011;
            memory[2] = 32'h20000022;
            memory[3] = 32'h30000033;
            memory[4] = 32'h40000044;
            memory[5] = 32'h50000055;
            memory[6] = 32'h60000066;
            memory[7] = 32'h70000077;
            memory[8] = 32'h80000088;
            memory[9] = 32'h90000099;
    end
    wire [31:0] word_addr = addr >>2;
    always @(posedge clk) begin
        if (word_addr < 10)
            Instr = memory[word_addr];
        else
            Instr = 32'h00000000;
    end
endmodule
### /design/flow/config.mk
export PLATFORM = sky130hd
export DESIGN_NAME = Instr_Mem
export DESIGN_NICKNAME = Instr_Mem
export VERILOG_FILES = /design/flow/design.v
export SDC_FILE = /design/flow/constraint.sdc
export NUM_CORES = 4
export LEC_CHECK = 1
export CORE_AREA = 10 10 70 70
export DIE_AREA = 0 0 80 80
### /design/flow/constraint.sdc
current_design Instr_Mem

set clk_period 1.9
set clk_io_pct 0.2

create_clock -name clk0 -period $clk_period [get_ports {clk}]

set non_clock_inputs [all_inputs -no_clocks]
set_input_delay [expr $clk_period * $clk_io_pct] -clock clk0 $non_clock_inputs
set_output_delay [expr $clk_period * $clk_io_pct] -clock clk0 [all_outputs]
### /design/flow/run.sh
#!/bin/bash
# OpenROAD 26Q1-2900-gdf79404cd8, Yosys 0.63+post, stock flow scripts
make -C /OpenROAD-flow-scripts/flow DESIGN_CONFIG=/design/flow/config.mk WORK_HOME=/design/flow/orfs finish
==> run notes <==
* 4 — flops & latches, synth
* 13 — tally of unique sky130hd cells used after synthesis
* 21 — number of rows created at floorplan
* register — crit path capture type
* 444 um2 — Cell Area, Synth
* 2.15 mm — first-pass GRT wire length
* 0 — initial antenna violation count
* sky130_fd_sc_hd__clkdlybuf4s50_1 — Max stage delay cell, worst path
* 80.1 um2 — FF/Latch Area
* built — CTS tree
* 0 — antenna violation net count after detailed routing
* 506 — vias in the first global route
* 0 — cells resized by post-CTS repair
* 414 — total via count in the routed design
* 4.07% — Total GRT Usage
* 27 — number of logged tool warnings
* 1.45 mm — total wire length
* 8.54 um2 — Mapped Avg Cell Area
* 52 — Cells after Synth
* 65 — number of primary I/O pins
* input port to register — Hold/Removal Path Class
* 1 — Yosys warnings
* 6400 um2 — full die area
* 81.4% — Area Growth Syn to Fin
* 10.2% — share of final-layout standard cells stronger than drive strength 1
* 1.57 ns — Data arrival, critical path
* 0 — post-detailed-route DRC marker count
* 0 — total count of max-transition violations in the final report
* input port — critical path launch point type
* 0 — grt total ovfl
* 13.0% — effective utilization at floorplan
* 42 — quantity of I/O buffers inserted on ports
* 0.44 ns — stage delay of the slowest cell on the critical path
* 4 — max FFs per register
* 333 nW/um2 — PD cells
* 12 — Detailed Route Iter0 Violations
* 3420 um2 — placeable core region
* 131 — number of placed instances, taps included
* 80 um — die width
* 4 — worst-path maximum fanout
* 2 — buffer depth of the longest clock path
* 52 — number of cell instances after yosys synthesis
* 0 ns — summed negative setup slack over all endpoints
* 5 — largest net degree at the start of global routing
* 18.0% — share of the yosys chip area belonging to registers
* 2.05 ns — data required time of the worst path
* 134 — Final Non-Filler Cells
* 0 — CTS Hold Bufs
* 1.42 ns — final worst path period need
* complete, no violations — outcome
* input port to register — Setup CP Type
* 4 — CTS Sinks
* clkdlybuf4s50_1 > nor4_4 > nand4_2 > nor4b_2 — sequence of cells on the critical path
* 373 — FILL cells
* 3 — TritonCTS Buffers
* no — unrepaired setup endpoints after global routing
* 0 — max-cap violations
* 0.772 — final RePlAce weighted congestion
* 0.04 ns — clock transition at the register clock pins on the worst setup and hold paths after CTS
* 3.09 — vias per std cell
* 10.8 um — routed wirelength normalized by instance count
* 1 — maximum level of the CTS H-tree
* 23.6% — final design utilization
* 0.702 GHz — maximum clock rate
* 0.303 nW — Static Leakage
* 444 um2 — yosys synthesis chip area
* 80 um — Die Span Y
* 0 — number of failing hold endpoints at the final stage
* 75.0% — share of the clock period used by the worst path after layout
* 221 um2 — combinational cell area excluding buffers and inverters
* sky130_fd_sc_hd__clkbuf_4 — library cell used as clock root buffer
* 0 — buffers inserted during post-CTS setup optimization
* 1.38 mm — Post-DP HPWL
* 0 — count of inserted antenna diode cells
* 3 — iteration tally of the first detailed-router pass
* 0 — total of endpoints with negative setup slack in the final report
* 0.108 mV — Peak VDD IR
## metal layers
layer / share of wire [%] / track usage, %
met5: 0 / 0
met1: 33 / 4.05
met3: 16 / 2.16
met2: 51 / 7.30
met4: 0 / 0.880
## cell usage in the layout (no fill, tap or decap)
cell | synthesis | routed
sky130_fd_sc_hd__nor4_2 | 3 | 3
sky130_fd_sc_hd__conb_1 | 1 | 20
sky130_fd_sc_hd__clkdlybuf4s50_1 | 0 | 42
sky130_fd_sc_hd__nor4_4 | 1 | 1
sky130_fd_sc_hd__nor4_1 | 3 | 3
sky130_fd_sc_hd__inv_1 | 1 | 1
sky130_fd_sc_hd__clkbuf_4 | 0 | 3
sky130_fd_sc_hd__nor4b_2 | 1 | 1
sky130_fd_sc_hd__nand4_1 | 1 | 1
sky130_fd_sc_hd__o21ai_0 | 1 | 1
sky130_fd_sc_hd__dfxtp_1 | 4 | 4
sky130_fd_sc_hd__nor2_1 | 4 | 4
sky130_fd_sc_hd__nand4_2 | 1 | 1
sky130_fd_sc_hd__nor3_1 | 3 | 3
## cells by family after synthesis
| kind of cell | after synthesis | share of synthesized area (%) |
|---|---|---|
| AOI/OAI and AO/OA | 1 | 1.13 |
| buffers and inverters | 29 | 48.2 |
| and+or+nand+nor | 17 | 31.8 |
| DFF | 4 | 18.0 |
| other | 1 | 0.844 |
## synth_stat cells
cell | count | area [um2]
sky130_fd_sc_hd__buf_4 | 28 | 210
sky130_fd_sc_hd__nor4b_2 | 1 | 15.0
sky130_fd_sc_hd__nor4_1 | 3 | 18.8
sky130_fd_sc_hd__nor4_2 | 3 | 37.5
sky130_fd_sc_hd__inv_1 | 1 | 3.75
sky130_fd_sc_hd__nand4_1 | 1 | 6.26
sky130_fd_sc_hd__nor3_1 | 3 | 15.0
sky130_fd_sc_hd__conb_1 | 1 | 3.75
sky130_fd_sc_hd__nand4_2 | 1 | 12.5
sky130_fd_sc_hd__dfxtp_1 | 4 | 80.1
sky130_fd_sc_hd__nor2_1 | 4 | 15.0
sky130_fd_sc_hd__nor4_4 | 1 | 21.3
sky130_fd_sc_hd__o21ai_0 | 1 | 5.00
## power by group
group	total [W]	internal, W	switching (W)	leakage, nW
logic	0.0000800	0.0000589	0.0000211	0.257
clock network	0.000104	0.0000706	0.0000333	0.0138
registers	0.0000844	0.0000844	0.000000000000563	0.0322
total	0.000268	0.000214	0.0000544	0.303
## path summary, 6_finish.rpt
check | slack [ns] | endpoint | cells after the start | start
max | 0.48 | Instr[30] | 4 | addr[28]
min | 0.78 | Instr[28] | 3 | addr[2]
## cell type report
cell class | count | area share, %
Clock buffer | 3 | 2.80
Multi-Input combinational cell | 38 | 27.5
Sequential cell | 4 | 9.94
Timing Repair Buffer | 42 | 52.2
Inverter | 1 | 0.466
Tap cell | 46 | 7.14
## worst max-delay path, delay by kind of cell
family | cells | cell delay, ns
buffers and inverters | 1 | 0.44
and+or+nand+nor | 3 | 0.75
## metrics by stage
| step | hold slack, ns | area [um2] | worst slack, ns | power [W] |
|---|---|---|---|---|
| 6_report | 0.776 | 806 | 0.475 | 0.000268 |
| 3_3_place_gp | 0.988 | 783 | 0.199 | 0.000167 |
| 4_1_cts | 0.771 | 806 | 0.436 | 0.000278 |
| 5_1_grt | 0.791 | 806 | 0.293 | 0.000293 |
| 3_5_place_dp | 1.01 | 783 | 0.188 | 0.000168 |
| 2_1_floorplan | 0.451 | 515 | 0.743 | 0.000123 |
Power and IR drop assume default switching activity.
