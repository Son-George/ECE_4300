### design/flow/design.v
`timescale 1ns / 1ps
module alu(
    input wire [31:0] a,  
    input wire [31:0] b,  
    input wire [2:0] control, 
    output reg [31:0] result,  
    output wire zero  
    );
    parameter ALUadd = 3'b010,
              ALUsub = 3'b110,
              ALUand = 3'b000,     
              ALUor = 3'b001,
              ALUslt = 3'b111;
    wire sign_mismatch;  
    assign sign_mismatch = a[31]^b[31];  
    initial
    result <= 0;
    always@*
    begin
        case(control)
            ALUadd: result = a + b;
            ALUsub: result = a - b;
            ALUand: result = a & b;  
            ALUor: result = a | b;  
            ALUslt: result = a < b ? 1 - sign_mismatch  
                                    : 0 + sign_mismatch;  
            default: result = 32'bX;  
        endcase
        zero = (result == 0) ? 1 : 0;
    end
endmodule
### design/flow/constraint.sdc
current_design alu

set clk_period 20.8
set clk_io_pct 0.2

create_clock -name clk0 -period $clk_period

set non_clock_inputs [all_inputs -no_clocks]
set_input_delay [expr $clk_period * $clk_io_pct] -clock clk0 $non_clock_inputs
set_output_delay [expr $clk_period * $clk_io_pct] -clock clk0 [all_outputs]
### design/flow/config.mk
export PLATFORM = sky130hd
export DESIGN_NAME = alu
export DESIGN_NICKNAME = alu
export VERILOG_FILES = /design/flow/design.v
export SDC_FILE = /design/flow/constraint.sdc
export NUM_CORES = 4
export LEC_CHECK = 1
export CORE_UTILIZATION = 50
### design/flow/run.sh
#!/bin/bash
# OpenROAD 26Q1-2900-gdf79404cd8, Yosys 0.63+post, stock flow scripts
make -C /OpenROAD-flow-scripts/flow DESIGN_CONFIG=/design/flow/config.mk WORK_HOME=/design/flow/orfs finish
==> qor.csv <==
stage,metric,value,unit
status,status,"complete, no violations",
global_route,largest net degree at the start of global routing,67,
synthesis,most area-hungry cell type in the Yosys netlist,ha_1,
worst_setup_path,Critical Path End Type,output pin,
worst_setup_path,Worst path most repeated cell,or4_1,
final_timing,Final Setup Violations,0,
synthesis,Synth cell types,83,
final_timing,fin crit share,66.5,%
finish,Sequential Area,0,um2
worst_setup_path,Setup crit start kind,input port,
finish,layout cells sized above 1,4.11,%
final_timing,max frequency,72.3,MHz
global_route,vias in the first global route,6334,
synthesis,yosys warns,2,
worst_setup_path,critical path start-end classification,input port to output pin,
synthesis,"Avg Cell Area, Syn",6.53,um2
finish,final core occ,60.7,%
finish,Area Growth Syn to Fin,16.8,%
place,GP Congestion,1.01,
route,number of diodes,0,
worst_setup_path,CP Data Arrival Time,9.68,ns
finish,flop count,0,
global_route,total track usage,35.0,%
route,Avg WL per Cell,19.0,um
synthesis,yosys stat area,0.00569,mm2
pwr,Peak supply drop,0.0000182,V
clocking,hold buffers post-CTS,0,
route,initial DRC count,620,
route,drt drc,0,
pwr,Pwr Total,205,uW
final_timing,Max Slew Vio Count,0,
pwr,leakage,0.00293,uW
final_timing,crit path time final,13.84,ns
route,Post-DRT Antenna Nets,0,
worst_setup_path,critical path's slowest cell,clkdlybuf4s50_1,
die,Rows,38,
clocking,post_cts resized,0,
worst_setup_path,critical path's largest stage delay,0.89,ns
finish,final instance area,0.00664,mm2
job,Log Warnings,97,
synthesis,mapped cell area,0.00569,mm2
route,met3 wire len,1750,um
route,DRT Wirelength,20200,um
route,Top Layer Used,met4,
global_route,GRT overflow,0,
worst_setup_path,worst-path cell chain,"clkdlybuf4s50_1, xor2_2, buf_4, a221o_1, a22oi_1, or3_1, or4_1, or4_1, or4_1, nor4_1, or4b_1, nor4_2, clkdlybuf4s50_1",
final_timing,setup TNS,0,ns
final_timing,Tightest Pin Transition,0.915,ns
job,total of max-cap violations,0,
worst_setup_path,CP Max Fanout,18,
worst_setup_path,Critical Path RT,16.64,ns
clocking,# Post-CTS Setup Buffers,0,
place,Port Buf Inserts,100,
finish,fill cell count,1020,
route,first-pass iteration count of the detailed router,5,
worst_hold_path,Worst Hold Class,input port to output pin,
die,Chip Width,109,um
final_timing,final hold viol count,0,
global_route,initial antenna violation count,0,
synthesis,Synth Seq Share,0,%
die,Top Ports,100,
die,Die Height,109,um
die,Chip Area,0.0118,mm2
die,Core Box Area,0.0109,mm2
global_route,first-pass GRT wire length,32300,um
route,Vias,6837,
route,DR WL met2,9120,um
synthesis,Synth Instances,871,
place,placed wire-length estimate,16200,um
place,placed cell area,0.00664,mm2
finish,logic area,0.00502,mm2
synthesis,Area leader share,21.1,%
finish,CLK BUF,0,
die,Init Core Util,52.0,%
final_timing,max_slew headroom,38.3,%
final_timing,RSZ-0062 raised after global routing,false,
route,M1 wire length,8400,um
pwr,Power Dens Cells,30.8,mW/mm2
synthesis,synth top area cells,"ha_1, a21oi_1, inv_1",
route,vias per inst,6.43,
synthesis,ys cells,871,
## report_power, final
part | total (uW) | switching, uW | leakage [uW] | internal, uW
clock | 0 | 0 | 0 | 0
combinational | 205 | 116 | 0.00293 | 88.7
sequential | 0 | 0 | 0 | 0
total | 205 | 116 | 0.00293 | 88.7
## path summary, 6_finish.rpt
kind / from / to / slack, ns / cells past startpoint
worst min-delay path: control[0] / result[30] / 9.57 / 5
worst max-delay path: control[1] / zero / 6.96 / 13
## routing by layer
layer  up-vias  global-route usage [%]
met5         -                       0
met4         0                    14.0
met3        66                    3.53
met2       377                    57.0
met1      3078                    47.5
li1       3316                       -
## cell usage after synthesis, drive strengths merged (5+ instances only)
library cell	number
inv	105
ha	96
nor2	82
a21oi	81
nand2	62
o21ai	57
clkbuf	37
a211oi	23
o211ai	22
nand3	19
buf	16
a221oi	14
nor3	14
a21o	13
nor2b	13
o21bai	13
o31ai	13
nand4	12
mux2i	10
nor4	10
o221ai	10
o22ai	8
or4	8
xnor2	8
nand2b	7
a22oi	6
and3	6
o21a	6
a31o	5
a31oi	5
and2	5
o221a	5
or2	5
or3	5
## critical path: cells and delay by family
family / cells / cell delay [ns]
buf+inv: 3 / 1.76
xor+xnor: 1 / 0.69
compound gates: 2 / 0.26
simple gates: 7 / 2.80
## placed cells by master, fill, tap and decap left out, types with 19 or more instances in the layout
| cell type | netlist | routed |
|---|---|---|
| inv_1 | 104 | 104 |
| clkdlybuf4s50_1 | 0 | 99 |
| ha_1 | 96 | 96 |
| nor2_1 | 82 | 82 |
| a21oi_1 | 81 | 81 |
| nand2_1 | 62 | 62 |
| o21ai_0 | 57 | 57 |
| a211oi_1 | 23 | 23 |
| o211ai_1 | 22 | 22 |
| nand3_1 | 19 | 19 |
## metrics by stage
step | setup WS [ns] | std cells | hold slack, ns
after global placement | 7.12 | 1064 | 9.57
after detailed placement | 7.04 | 1064 | 9.56
after CTS | 7.05 | 1064 | 9.56
after floorplan | 8.67 | 871 | 8.56
final | 6.96 | 1064 | 9.57
after global routing | 6.71 | 1064 | 9.64
## final cells by class
| type | instances | share of cell area (%) |
|---|---|---|
| inverter | 105 | 5.94 |
| timing repair buffer | 107 | 15.8 |
| multi-input combinational | 712 | 75.6 |
| tap | 140 | 2.64 |
## kinds of logic after synthesis
logic type | count (synthesis) | share of synthesized area (%)
xor gates and xnor gates | 10 | 1.54
AOI/OAI and AO/OA | 336 | 40.7
adders and majority gates | 98 | 21.8
and+or+nand+nor | 257 | 22.1
buffers and inverters | 159 | 11.9
muxes | 11 | 1.96
Power and IR drop assume default switching activity.
