[design/flow/run.sh]
#!/bin/bash
# OpenROAD 26Q1-2900-gdf79404cd8, Yosys 0.63+post, stock flow scripts
make -C /OpenROAD-flow-scripts/flow DESIGN_CONFIG=/design/flow/config.mk WORK_HOME=/design/flow/orfs finish
[design/flow/config.mk]
export PLATFORM = sky130hd
export DESIGN_NAME = Main
export DESIGN_NICKNAME = Main
export VERILOG_FILES = /design/flow/design.v
export SDC_FILE = /design/flow/constraint.sdc
export NUM_CORES = 4
export LEC_CHECK = 1
export CORE_UTILIZATION = 40
[design/flow/constraint.sdc]
current_design Main

set clk_period 6.3
set clk_io_pct 0.2

create_clock -name clk0 -period $clk_period [get_ports {clk}]

set non_clock_inputs [all_inputs -no_clocks]
set_input_delay [expr $clk_period * $clk_io_pct] -clock clk0 $non_clock_inputs
set_output_delay [expr $clk_period * $clk_io_pct] -clock clk0 [all_outputs]
[design/flow/design.v]
module Control(
    input [5:0] in,
    input clk, rst,
    output reg [1:0] WB,
    output reg [2:0] M,
    output reg [3:0] out
    ); 
    parameter RTYPE = 6'b000000;
    parameter LW = 6'b100011;
    parameter SW = 6'b101011;
    parameter BEQ = 6'b000100;
    parameter NOP = 6'b100000;
    initial begin
        WB = 2'd0;
        M = 3'd0;
        out = 4'd0;
    end
    always @(posedge clk) begin
        if(rst) begin
            WB = 2'd0;
            M = 3'd0;
            out = 4'd0;
        end
        else begin
        case(in)
            RTYPE: begin
                WB = 2'b10;
                M = 3'b000;
                out = 4'b1100; 
            end
            LW: begin
                WB = 2'b11;
                M = 3'b010;
                out = 4'b0001; 
            end
            SW: begin
                WB = 2'b00;
                M = 3'b001;
                out = 4'b0001; 
            end
            BEQ: begin
                WB = 2'b10;
                M = 3'b000;
                out = 4'b0100; 
            end
            NOP: begin
                WB = 2'b00;
                M = 3'b100;
                out = 4'b0010; 
            end
            default: begin
                WB = 2'b00;
                M = 3'b000;
                out = 4'b0000; 
            end
            endcase
            end
    end
endmodule
module Latch(
    input clk, rst,
    input [1:0] WB_in,
    input [2:0] M_in,
    input [3:0] Control_in,
    input [31:0] NPC_in,
    input [31:0] WD1_in,
    input [31:0] WD2_in,
    input [31:0] Sign_in,
    input [4:0] Instr_20_16_in,
    input [4:0] Instr_15_11_in,
    output reg [1:0] WB_out,
    output reg [2:0] M_out,
    output reg [3:0] exe_out,
    output reg [31:0] NPC_out,
    output reg [31:0] WD1_out,
    output reg [31:0] WD2_out,
    output reg [31:0] Sign_out,
    output reg [4:0] Instr_20_16_out,
    output reg [4:0] Instr_15_11_out
    );
    always @(posedge clk) begin
        if(rst) begin
            WB_out = 2'd0;
            M_out = 3'd0;
            exe_out = 4'd0;
            NPC_out = 32'd0;
            WD1_out = 32'd0;
            WD2_out = 32'd0;
            Sign_out = 32'd0;
            Instr_20_16_out = 32'd0;
            Instr_15_11_out = 32'd0;
        end
        else begin
            WB_out = WB_in;
            M_out = M_in;
            exe_out = Control_in;
            NPC_out = NPC_in;
            WD1_out = WD1_in;
            WD2_out = WD2_in;
            Sign_out = Sign_in;
            Instr_20_16_out = Instr_20_16_in;
            Instr_15_11_out = Instr_15_11_in;
        end
    end
endmodule
module Main(
    input [31:0] instr_IF_ID,
    input [4:0] WR,  
    input [31:0] WD,  
    input clk, rst, RegWrite,
    input [31:0] NPC_in,
    output [1:0] WB_out,
    output [2:0] M_out,
    output [3:0] exe_out,
    output [31:0] NPC_out,
    output [31:0] WD1_out,
    output [31:0] WD2_out,
    output [31:0] Sign_out,
    output [4:0] Instr_20_16_out,
    output [4:0] Instr_15_11_out
    );
    wire [1:0] WB_in;
    wire [2:0] M_in;
    wire [3:0] exe_in;
    wire [31:0] RD1_in, RD2_in, Sign_in;
    wire [4:0] Instr_20_16_in, Instr_15_11_in;
    Register R1 (
    .reg1(instr_IF_ID[25:21]),
    .reg2(instr_IF_ID[20:16]),
    .WR(WR),
    .WB(WD),  
    .clk(clk),
    .rst(rst),
    .Write_Reg(RegWrite),
    .RD1(RD1_in),
    .RD2(RD2_in)
    );
    Control C1 (
    .in(instr_IF_ID[31:26]),
    .clk(clk),
    .rst(rst),
    .WB(WB_in),
    .M(M_in),
    .out(exe_in)
    ); 
    SignExt Sign1 (
    .in(instr_IF_ID[16:0]),
    .out(Sign_in)
    );
    Latch L1 (
    .clk(clk),
    .rst(rst),
    .WB_in(WB_in),
    .M_in(M_in),
    .Control_in(exe_in),
    .NPC_in(NPC_in),
    .WD1_in(RD1_in),
    .WD2_in(RD2_in),
    .Sign_in(Sign_in),
    .Instr_20_16_in(instr_IF_ID[20:16]),
    .Instr_15_11_in(instr_IF_ID[15:11]),
    .WB_out(WB_out),
    .M_out(M_out),
    .exe_out(exe_out),
    .NPC_out(NPC_out),
    .WD1_out(WD1_out),
    .WD2_out(WD2_out),
    .Sign_out(Sign_out),
    .Instr_20_16_out(Instr_20_16_out),
    .Instr_15_11_out(Instr_15_11_out)
    );
endmodule
module Register(
    input [4:0] reg1, reg2,
    input [4:0] WR,  
    input [31:0] WB,  
    input clk, rst, Write_Reg,
    output reg [31:0] RD1, RD2  
    );
    reg [31:0] REG [0:31];  
    initial begin
            REG[0] = 32'h002300AA;
            REG[1] = 32'h10654321;
            REG[2] = 32'h00100022;
            REG[3] = 32'h8C123456;
            REG[4] = 32'h8F123456;
            REG[5] = 32'hAD654321;
            REG[6] = 32'h60000006;
            REG[7] = 32'h13012345;
            REG[8] = 32'hAC654321;
            REG[9] = 32'h12012345;
    end
    always @(posedge clk) begin
        if (rst) begin
            RD1 = 32'd0;
            RD2 = 32'd0;
        end
        else begin
            if (Write_Reg) begin
                REG[WR] = WB;
            end
            else begin
                RD1 = REG[reg1];
                RD2 = REG[reg2];
            end
        end
    end
endmodule
module SignExt(
    input [15:0] in,
    output [31:0]out
    );
    assign out = {{16{in[15]}},in};
endmodule
==> flow_summary.ini <==
; flow metrics
[detailed_routing]
wirelength_um = 282000
antenna_left = 0
vias = 40900
drc = 0
drtIter0Drc = 4804
drt_pass1_iterations = 9
wl_per_cell_um = 49.1
viasPerCell = 7.11

[placed_design]
port_buffers = 250
gp_congestion = 1.04
post-place-ws_ns = 1.51
dp_cells = 5469
place_hpwl_um = 171000

[yosys]
edf_count = 1024
simple_gate_share = 0.104
synthDistinctLibCells = 70
synthMuxAreaShare = 0.00395
ys_area_um2 = 49800
yosysWarnings = 5
ys_sh_adder = 0
ys_top_logic_family = AND-OR/OR-AND gates
postSynthSeqShare = 0.697
synthAoiAreaFrac = 0.164
netlist_instances = 3607
netlist_area_um2 = 49800
syn_area_per_cell_um2 = 13.8
synth_flops = 1221
ff_type = edfxtp_1
ys_sh_xor = 0
synthArstFlopShare = 0
ys_cells = 3607

[cts]
postCtsSetupBuffers = 0
cts_root_buffer = clkbuf_16
cts_tree = done
cts_hold_buf = 0
clk_pin_slew_ns = 0.06
htreeDepth = 4
postCtsResizedCells = 0
cts.sink_count = 1221
cts_buffer_depth = 3
clkLatencyLatePin_ns = 0.80
cts-buffers-inserted = 134

[global_routing]
grt_pass1_wl_um = 370000
grt_overflow = 0
grt_pass1_vias = 41500
grt_max_degree = 55
grt_usage = 0.483
antenna_found_initial = 18

[min_path]
hold_start = C1.M[0]$_SDFF_PP0_
holdCritPathClass = reg2reg

[setup_path]
critPathRequiredTime_ns = 7.00
crit_type = in2reg
endpoint_kind = register
critPathArrivalTime_ns = 4.91
timing.critical_path.fanout_max = 13
r2r-start = R1.REG[17][22]$_DFFE_PP_
critical_path.startpoint = instr_IF_ID[21]
startpoint_type = input pin

[finish]
lay_top_count = edfxtp_1
fillers = 10600
layout_top_cells = edfxtp_1, a22oi_1, clkdlybuf4s50_1
drive_above_1_share = 0.145
syn_to_final_growth_pct = 21.0
final_util = 0.488
finalNonFillerCells = 5744

[power]
leakage_uw = 0.0200
vdd_drop_max_v = 0.000315
power_density_nw_per_um2 = 299

[final_timing]
fmaxAchievable_ghz = 0.238
tns_ns = 0
finalHoldViolCount = 0
finalMaxSlewViolations = 0
finalWorstSetupSlack_ns = 2.09
clock_skew_ns = 0.0311
fin_crit_ns = 4.21
finalSetupViolCount = 0
maxSlewHeadroom = 0.251
worst_pin_slew_ns = 1.12
fin_crit_sh = 0.668
rsz0062_at_grt = no

[floorplan]
die_x_um = 355
ioPinCount = 251
core_util_floorplan = 0.403
rows = 129
die_y_um = 355
core-area_um2 = 123000
dieArea_um2 = 126000

[flow_run]
maxCapViolations = 0
log.warning_count = 26

[status]
status = complete, no violations
worst paths after layout:
kind,end,slack [ns],depth (start not counted)
worst max-delay path,R1.RD1[25]$_SDFFE_PP0N_,2.09,8
worst min-delay path,L1.M_out[0]$_SDFF_PP0_,0.44,1
worst max register to register,R1.RD2[22]$_SDFFE_PP0N_,3.79,6
worst min register to register,L1.M_out[0]$_SDFF_PP0_,0.44,1
flip-flops by register name, indices dropped and copies added, names as in the netlist:
signal / flops
C1.WB: 2
C1.M: 2
L1.exe_out: 4
L1.NPC_out: 32
L1.WD2_out: 32
L1.Instr_20_16_out: 5
R1.RD1: 32
L1.M_out: 2
L1.WB_out: 2
L1.WD1_out: 32
C1.out: 4
L1.Sign_out: 16
R1.RD2: 32
R1.REG: 1024
cell usage after synthesis, drive strengths merged, types with 6 or more instances:
library cell	number	area, um2
a2111oi	53	502
a211oi	19	143
a21oi	52	260
a221oi	44	385
a222oi	7	70.1
a22o	39	342
a22oi	745	5590
a311oi	8	70.1
a32oi	20	175
and2	6	37.5
and3	149	937
buf	168	941
clkbuf	116	435
dfxtp	197	3940
edfxtp	1024	30700
inv	36	135
mux2i	14	140
nand2	164	618
nand2b	11	68.8
nand3	81	405
nand3b	17	131
nand4	125	782
nor2	151	609
nor2b	116	726
nor3	54	297
nor3b	8	65.1
nor4	44	275
o211ai	8	60.1
o21ai	66	330
or3b	8	70.1
layout make-up:
cell class | instances | area [um2] | area share
tap | 1637 | 2050 | 0.0340
sequential | 1221 | 34700 | 0.576
timing repair buffer | 509 | 4690 | 0.0780
antenna | 35 | 87.6 | 0.00145
clock inverter | 58 | 513 | 0.00852
multi-input combinational | 2065 | 14200 | 0.237
inverter | 37 | 139 | 0.00231
clock buffer | 182 | 3790 | 0.0630
metrics by stage:
stage               hold WS [ns]  instance area, um2  total power, uW
CTS                        0.435               60100            18000
global route               0.458               60100            18300
detailed placement         0.422               55800            10200
floorplan                  0.414               49800             9480
global placement           0.419               55800            10200
finish                     0.436               60200            18000
routing by layer:
metal  vias up  track usage  share of wire  wire length (um)
li1      15400            -              -                 -
met1     19800        0.557           0.32             89400
met2      4278        0.637           0.41            117000
met3      1306        0.370           0.18             52000
met4        44        0.289          0.082             23000
met5         -       0.0532         0.0033               945
critical path, stage by stage:
cell and delay [ns]:
clkdlybuf4s50_1 1.05, nand2_1 0.50, nor2_4 0.90, buf_4 0.51
a22oi_1 0.15, nand4_1 0.11, nor3_1 0.07, a311oi_1 0.30
report_power, final:
part           switching, uW  leakage, uW  internal, uW
clock network           3340      0.00211          4550
registers               64.3       0.0108          8870
logic                    801      0.00703           366
total                   4200       0.0200         13800
kinds of logic (layout without fill, tap and decap cells):
| group | count (synthesis) | in the layout |
|---|---|---|
| AND/OR/NAND/NOR | 955 | 955 |
| multiplexers | 19 | 19 |
| flip-flops | 1221 | 1221 |
| buffers and inverters | 321 | 786 |
| other | 0 | 35 |
| AND-OR/OR-AND | 1091 | 1091 |
Power and IR drop assume default switching activity.
